$ cat /design/flow/config.mk
export PLATFORM = sky130hd
export DESIGN_NAME = sh4_rf
export DESIGN_NICKNAME = sh4_rf
export VERILOG_FILES = /design/flow/design.v
export SDC_FILE = /design/flow/constraint.sdc
export NUM_CORES = 4
export LEC_CHECK = 1
export CORE_UTILIZATION = 40
$ cat /design/flow/constraint.sdc
current_design sh4_rf

set clk_period 8.3
set clk_io_pct 0.2

create_clock -name clk0 -period $clk_period [get_ports {clk}]

set non_clock_inputs [all_inputs -no_clocks]
set_input_delay [expr $clk_period * $clk_io_pct] -clock clk0 $non_clock_inputs
set_output_delay [expr $clk_period * $clk_io_pct] -clock clk0 [all_outputs]
$ cat /design/flow/design.v
`timescale 1ns / 1ps
`default_nettype none
module sh4_rf (
    input wire clk,
    input wire rst,
    input wire [3:0] rf_rsrc0,
    output reg [31:0] rf_rdata0,
    input wire rf_rbank0,
    input wire [3:0] rf_rsrc1,
    output reg [31:0] rf_rdata1,
    input wire rf_rbank1,
    input wire [3:0] rf_rsrc2,
    output reg [31:0] rf_rdata2,
    input wire rf_rbank2,
    input wire [3:0] rf_rsrc3,
    output reg [31:0] rf_rdata3,
    input wire rf_rbank3,
    input wire rf_wen0,
    input wire [3:0] rf_wdst0,
    input wire [31:0] rf_wdata0,
    input wire rf_wen1,
    input wire [3:0] rf_wdst1,
    input wire [31:0] rf_wdata1,
    input wire rf_wbank0,
    input wire rf_wbank1,
    output wire [31:0] rf_rd_r0
);
    reg [31:0] rf_array_b0[15:0];
    reg [31:0] rf_array_b1[7:0];
    always @(posedge clk) begin
        if (rf_wen0) begin
            if (!rf_wdst0[3] && rf_wbank0) rf_array_b1[rf_wdst0[2:0]] <= rf_wdata0;
            else rf_array_b0[rf_wdst0] <= rf_wdata0;
        end
        if (rf_wen1) begin
            if (!rf_wdst1[3] && rf_wbank1) rf_array_b1[rf_wdst1[2:0]] <= rf_wdata1;
            else rf_array_b0[rf_wdst1] <= rf_wdata1;
        end
        if (rst) begin
            rf_array_b0[0] <= 32'h00000000;
            rf_array_b0[1] <= 32'h00000000;
            rf_array_b0[2] <= 32'h00000000;
            rf_array_b0[3] <= 32'h00000000;
            rf_array_b0[4] <= 32'h00000000;
            rf_array_b0[5] <= 32'h00000000;
            rf_array_b0[6] <= 32'h00000000;
            rf_array_b0[7] <= 32'h00000000;
            rf_array_b0[8] <= 32'h00000000;
            rf_array_b0[9] <= 32'h00000000;
            rf_array_b0[10] <= 32'h00000000;
            rf_array_b0[11] <= 32'h00000000;
            rf_array_b0[12] <= 32'h00000000;
            rf_array_b0[13] <= 32'h00000000;
            rf_array_b0[14] <= 32'h00000000;
            rf_array_b0[15] <= 32'h8d000000;
            rf_array_b1[0] <= 32'h00000000;
            rf_array_b1[1] <= 32'h00000000;
            rf_array_b1[2] <= 32'h00000000;
            rf_array_b1[3] <= 32'h00000000;
            rf_array_b1[4] <= 32'h00000000;
            rf_array_b1[5] <= 32'h00000000;
            rf_array_b1[6] <= 32'h00000000;
            rf_array_b1[7] <= 32'h00000000;
        end
    end
    always @(*) begin
        if (!rf_rsrc0[3] && rf_rbank0) rf_rdata0 = rf_array_b1[rf_rsrc0[2:0]];
        else rf_rdata0 = rf_array_b0[rf_rsrc0];
        if (!rf_rsrc1[3] && rf_rbank1) rf_rdata1 = rf_array_b1[rf_rsrc1[2:0]];
        else rf_rdata1 = rf_array_b0[rf_rsrc1];
        if (!rf_rsrc2[3] && rf_rbank2) rf_rdata2 = rf_array_b1[rf_rsrc2[2:0]];
        else rf_rdata2 = rf_array_b0[rf_rsrc2];
        if (!rf_rsrc3[3] && rf_rbank3) rf_rdata3 = rf_array_b1[rf_rsrc3[2:0]];
        else rf_rdata3 = rf_array_b0[rf_rsrc3];
    end
    assign rf_rd_r0 = rf_rbank0 ? rf_array_b1[0] : rf_array_b0[0];
endmodule
$ cat /design/flow/run.sh
#!/bin/bash
# OpenROAD 26Q1-2900-gdf79404cd8, Yosys 0.63+post, stock flow scripts
make -C /OpenROAD-flow-scripts/flow DESIGN_CONFIG=/design/flow/config.mk WORK_HOME=/design/flow/orfs finish
==> flow_summary.ini <==
; yosys + openroad results
[run_status]
outcome = complete, no violations

[cts]
cts_htree_levels = 3
cts.repair.resized = 0
clock_sinks = 768
clockBufferDepth = 3
cts_hold_buf = 0
numCtsBuffers = 98
cts_root_buf = clkbuf_16
cts_tree = yes
path_clk_slew_ns = 0.06
clk-insertion-delay-late_ns = 0.75
post-cts-setup-buffer-count = 0

[layout]
drive_above_1_share_pct = 17.0
register_area_um2 = 15400
area_growth_pct = 11.6
logic_area_um2 = 41100
fillerInstances = 14000
utilization_pct = 44.9

[global_routing]
overflow = 0
antenna_found_initial = 34
grt_pass1_wl_um = 470000
track_usage_pct = 45.5
grt_max_degree = 110
grt_pass1_vias = 59300

[yosys]
top_cell = mux2i_1
yosys.area.top_type = dfxtp_1
top_area_share_pct = 25.5
synthArstFlopShare_pct = 0
ys.flop_type = dfxtp_1
postSynthAreaPerCell_um2 = 9.01
synth_chip_area_um2 = 60200
area_leaders = dfxtp_1, mux4_2, mux2i_1, a311oi_1, nor2_1
edf_count = 0
numSynthFlops = 768
postSynthSeqShare_pct = 25.5
syn_area_um2 = 60200
netlist_top_cells_count = mux2i_1, nor2_1, dfxtp_1
yosysCellCount = 6686
synth_warnings = 1
ys_types = 55
syn-instance-count = 6686

[power_and_ir_drop]
combPwrFrac_pct = 20.2
fin_total_pwr_mw = 10.5
powerDensity_nw_per_um2 = 157
p_leak_nw = 23.3
p_clk_share_pct = 42.6
irDropWorstVdd_uv = 169
p_sw_mw = 3.46
p_int_mw = 7.09
swShare_pct = 32.8
power_frac_seq_pct = 37.2

[sta]
tightest_slew_ns = 1.27
rsz0062_at_grt = false
period_minus_slack_ns = 6.83
finalSetupTns_ns = 0
hold_viol_final = 0
post-route-period-util_pct = 82.3
setup_viol = 0
slew_viol_final = 0
maxSlewHeadroom_pct = 15.2
skew_ns = 0
max_freq_mhz = 146

[routing]
drt_first_pass_iters = 9
routed_wl_um = 340000
ant_nets = 0
wire_per_inst_um = 39.7
vias = 62900
drt-initial-drc-count = 7780
drc = 0
avgViaCountPerCell = 7.34

[worst_setup_path]
critPathRequiredTime_ns = 6.64
crit_fanout = 35
arrival_ns = 5.17
crit_path_top_delay_cell = nor2b_1
cpPeakStageDelay_ns = 1.06
path_cells = buf_8, buf_4, nor2b_1, buf_4, nand2_1, o2111ai_1, o211ai_1, clkdlybuf4s50_1
start_kind = input pin
path_common_cell = buf_4
worst-path-buf-inv = 4
critPathTopFamily = buffers and inverters
cp-end-kind = output port
path_class = input pin to output port

[place]
place_hpwl_um = 218000
gp_congestion = 1.10
port_buffers = 257

[floorplan]
std_cell_rows = 142
core_area_um2 = 150000
num_io_pins = 258
fp-utilization_pct = 40.3
die.size.y_um = 390
die_w_um = 390
dieArea_um2 = 152000

[worst_hold_path]
hp-class = flip-flop to flip-flop

[flow_run]
cap_violations = 0
warning_count = 29
==> final cells by class <==
class / instances / share of cell area (%)
multi-input cells: 5037 / 61.1
flip-flops and latches: 768 / 22.9
repair buffers: 556 / 7.38
clock buffers: 142 / 4.28
well taps: 2016 / 3.75
clock inverters: 31 / 0.508
diodes: 17 / 0.0633
inverters: 2 / 0.0112
==> worst reg2reg max path: stages (launching register included) <==
cell      delay, ns
dfxtp_1        0.66
nand2_1        0.11
a311oi_1       0.27
==> placed cells by master, fill, tap and decap left out, types with 10 or more instances in the layout <==
cell type,netlist,layout
mux2i_1,926,926
nor3_1,61,61
o21ai_0,305,305
a22oi_1,101,101
clkbuf_16,0,100
buf_12,0,10
nor2b_1,20,10
nand3_1,260,259
o211ai_1,108,108
nor4_1,66,66
nand2_2,2,18
a211oi_1,197,197
and3_1,118,117
nor4_2,30,30
o22ai_1,122,122
dfxtp_1,768,768
a221oi_1,78,78
a311oi_1,492,492
diode_2,0,17
mux2_2,40,40
clkbuf_8,0,24
nand2b_1,35,26
clkinv_2,0,16
a21oi_1,31,31
buf_4,59,289
nand2_1,583,559
clkdlybuf4s50_1,0,239
clkbuf_1,510,20
nor2_4,1,14
nor2_1,913,901
mux4_2,474,474
==> metal layers <==
| layer | vias up | part of all wire, % | wire [um] | GRT usage (%) |
|---|---|---|---|---|
| met3 | 1334 | 18 | 62900 | 31.0 |
| met2 | 5499 | 39 | 133000 | 58.6 |
| met1 | 30700 | 35 | 118000 | 55.8 |
| li1 | 25300 | - | - | - |
| met4 | 60 | 7.4 | 25100 | 25.8 |
| met5 | - | 0.32 | 1080 | 4.34 |
==> final timing paths <==
kind / start / cells past startpoint / endpoint / slack [ns]
setup / recovery: rf_rsrc1[2] / 8 / rf_rdata1[6] / 1.47
hold / removal: rf_array_b0[2][4]$_SDFFE_PP0P_ / 2 / rf_array_b0[2][4]$_SDFFE_PP0P_ / 0.52
setup reg to reg: rf_array_b1[0][13]$_SDFFE_PP0P_ / 2 / rf_array_b1[0][13]$_SDFFE_PP0P_ / 7.18
hold reg to reg: rf_array_b0[2][4]$_SDFFE_PP0P_ / 2 / rf_array_b0[2][4]$_SDFFE_PP0P_ / 0.52
==> power by group through the flow <==
| stage | clock network, mW | registers, mW | logic (mW) |
|---|---|---|---|
| CTS | 4.46 | 3.92 | 2.02 |
| finish | 4.49 | 3.93 | 2.13 |
| global route | 4.60 | 3.94 | 2.14 |
==> cells by family (layout without fill, tap and decap cells) <==
family,after synthesis,after routing,synth area share [%]
and+or+nand+nor,2127,2127,15.7
AOI/OAI and AO/OA,1470,1470,18.0
muxes,1440,1440,33.9
buffers and inverters,881,731,6.92
DFF,768,768,25.5
other,0,17,0
==> stage by stage <==
step           instances  hold slack, ns  setup WS (ns)  instance area, um^2
2_1_floorplan       6686           0.485           3.61                60200
3_3_place_gp        8379           0.507           1.65                64000
3_5_place_dp        8379           0.512           1.70                64000
4_1_cts             8552           0.526           1.68                67200
5_1_grt             8558           0.551           1.49                67200
6_report            8569           0.522           1.47                67200
==> sequential cells by signal, summed over array words and instances, names as in the netlist <==
| name | count |
|---|---|
| rf_array_b1 | 256 |
| rf_array_b0 | 512 |
Power and IR drop assume default switching activity.
