[flow/design.v]
`timescale 1ns / 1ps
`default_nettype none
module rf (
    input wire clk,
    input wire rst,
    input wire [3:0] rf_rsrc0,
    output reg [31:0] rf_rdata0,
    input wire rf_rbank0,
    input wire [3:0] rf_rsrc1,
    output reg [31:0] rf_rdata1,
    input wire rf_rbank1,
    input wire [3:0] rf_rsrc2,
    output reg [31:0] rf_rdata2,
    input wire rf_rbank2,
    input wire [3:0] rf_rsrc3,
    output reg [31:0] rf_rdata3,
    input wire rf_rbank3,
    input wire rf_wen0,
    input wire [3:0] rf_wdst0,
    input wire [31:0] rf_wdata0,
    input wire rf_wen1,
    input wire [3:0] rf_wdst1,
    input wire [31:0] rf_wdata1,
    input wire rf_wbank0,
    input wire rf_wbank1,
    output wire [31:0] rf_rd_r0
);
    reg [31:0] rf_array_b0[15:0];
    reg [31:0] rf_array_b1[7:0];
    always @(posedge clk) begin
        if (rf_wen0) begin
            if (!rf_wdst0[3] && rf_wbank0) rf_array_b1[rf_wdst0[2:0]] <= rf_wdata0;
            else rf_array_b0[rf_wdst0] <= rf_wdata0;
        end
        if (rf_wen1) begin
            if (!rf_wdst1[3] && rf_wbank1) rf_array_b1[rf_wdst1[2:0]] <= rf_wdata1;
            else rf_array_b0[rf_wdst1] <= rf_wdata1;
        end
        if (rst) begin
            rf_array_b0[0] <= 32'h00000000;
            rf_array_b0[1] <= 32'h00000000;
            rf_array_b0[2] <= 32'h00000000;
            rf_array_b0[3] <= 32'h00000000;
            rf_array_b0[4] <= 32'h00000000;
            rf_array_b0[5] <= 32'h00000000;
            rf_array_b0[6] <= 32'h00000000;
            rf_array_b0[7] <= 32'h00000000;
            rf_array_b0[8] <= 32'h00000000;
            rf_array_b0[9] <= 32'h00000000;
            rf_array_b0[10] <= 32'h00000000;
            rf_array_b0[11] <= 32'h00000000;
            rf_array_b0[12] <= 32'h00000000;
            rf_array_b0[13] <= 32'h00000000;
            rf_array_b0[14] <= 32'h00000000;
            rf_array_b0[15] <= 32'h8d000000;
            rf_array_b1[0] <= 32'h00000000;
            rf_array_b1[1] <= 32'h00000000;
            rf_array_b1[2] <= 32'h00000000;
            rf_array_b1[3] <= 32'h00000000;
            rf_array_b1[4] <= 32'h00000000;
            rf_array_b1[5] <= 32'h00000000;
            rf_array_b1[6] <= 32'h00000000;
            rf_array_b1[7] <= 32'h00000000;
        end
    end
    always @(*) begin
        if (!rf_rsrc0[3] && rf_rbank0) rf_rdata0 = rf_array_b1[rf_rsrc0[2:0]];
        else rf_rdata0 = rf_array_b0[rf_rsrc0];
        if (!rf_rsrc1[3] && rf_rbank1) rf_rdata1 = rf_array_b1[rf_rsrc1[2:0]];
        else rf_rdata1 = rf_array_b0[rf_rsrc1];
        if (!rf_rsrc2[3] && rf_rbank2) rf_rdata2 = rf_array_b1[rf_rsrc2[2:0]];
        else rf_rdata2 = rf_array_b0[rf_rsrc2];
        if (!rf_rsrc3[3] && rf_rbank3) rf_rdata3 = rf_array_b1[rf_rsrc3[2:0]];
        else rf_rdata3 = rf_array_b0[rf_rsrc3];
    end
    assign rf_rd_r0 = rf_rbank0 ? rf_array_b1[0] : rf_array_b0[0];
endmodule
[flow/run.sh]
#!/bin/bash
# OpenROAD 26Q1-2900-gdf79404cd8, Yosys 0.63+post, stock flow scripts
make -C /OpenROAD-flow-scripts/flow DESIGN_CONFIG=/design/flow/config.mk WORK_HOME=/design/flow/orfs finish
[flow/config.mk]
export PLATFORM = sky130hd
export DESIGN_NAME = rf
export DESIGN_NICKNAME = rf
export VERILOG_FILES = /design/flow/design.v
export SDC_FILE = /design/flow/constraint.sdc
export NUM_CORES = 4
export LEC_CHECK = 1
export CORE_UTILIZATION = 50
[flow/constraint.sdc]
current_design rf

set clk_period 8.3
set clk_io_pct 0.2

create_clock -name clk0 -period $clk_period [get_ports {clk}]

set non_clock_inputs [all_inputs -no_clocks]
set_input_delay [expr $clk_period * $clk_io_pct] -clock clk0 $non_clock_inputs
set_output_delay [expr $clk_period * $clk_io_pct] -clock clk0 [all_outputs]
==> flow_summary.toml <==
# physical design summary
[run_status]
status = "complete, no violations"

[pwr]
p_sw_share_pct = 32.5
power_density_mw_per_mm2 = 158
irDropWorstVdd_mv = 0.215
power.total_mw = 10.5
internal-power_mw = 7.10
p_clk_share_pct = 42.4
pwr-share-comb_pct = 20.3
power.leakage_nw = 23.3
sequentialPowerShare_pct = 37.3
p_switching_mw = 3.42

[worst_setup_path]
crit_type = "in2out"
critPathRequiredTime_ns = 6.64
regToRegSetupSlack_ns = 7.22
critPathMaxFanout = 40
cp-end-kind = "output pin"
cp.arrival_ns = 5.53
cp-start-kind = "primary input"

[synthesis]
synthArstFlopShare_pct = 0
synth-edff-count = 0
yosysWarnings = 1
synth_top_area_share_pct = 25.5
yosys-stat-cells = 6686
avgSynthCellArea_um2 = 9.01
area_leaders = "dfxtp_1 26%, mux4_2 18%, mux2i_1 15%"
syn_inst = 6686
netlist_area_mm2 = 0.0602
yosysChipArea_mm2 = 0.0602
synth_cell_types = 55
ys_seq_share_pct = 25.5
ff_type = "dfxtp_1"
synth_area_leader_cell = "dfxtp_1"
ys_ff = 768

[final_timing]
finalCritPeriodShare_pct = 86.7
maxSlewHeadroom_pct = 8.98
finalCriticalPeriod_ns = 7.19
tightest_slew_ns = 1.37
fmax_ghz = 0.139
finalSetupViolCount = 0
fin_setup_tns_ns = 0
rsz0062_at_grt = "no"
finalHoldViolations = 0
finalClockSkew_ns = 0
slew_viol_final = 0

[die]
boundaryPins = 258
fp_util_pct = 50.7
die_area_mm2 = 0.122
die_width_um = 349
chipHeight_um = 349
core_mm2 = 0.119
rows = 126

[route]
drc = 0
routed_wl_mm = 333
viasPerCell = 7.78
drt-initial-drc-count = 7718
dr_total_vias = 63500
antenna_left = 0
dr.pass1.iters = 8
wl_per_cell_um = 40.8

[placed_design]
gp_congestion = 1.11
dp_hpwl_mm = 207
numPortBuffers = 257

[cells_and_area]
syn_to_final_growth_pct = 10.8
drive_gt1_share_pct = 17.1

[cts]
htreeDepth = 3
cts_tree = "done"
cts_post_setup_buffers_inserted = 0
hold_buffers = 0
clock_path_buffers = 3
clock-root-buffer = "clkbuf_16"
cts_sinks = 768
clkTransAtPathRegs_ns = 0.07
numCtsBuffers = 94
clkLatencyLatePin_ns = 0.70
cts_resized = 0

[global_routing]
grt_pass1_wl_mm = 464
grt_antenna_before_repair = 27
grt_overflow_total = 0
track_usage_pct = 56.6
first_global_vias = 60300
grt_max_degree = 130

[run]
warning_count = 33
max_cap_viol_count = 0

[min_path]
hold_path.class = "reg2reg"
power by group through the flow:
stage / Combinational [mW] / Clock (mW) / Sequential (mW)
4_1_cts: 2.01 / 4.43 / 3.92
6_report: 2.14 / 4.46 / 3.93
5_1_grt: 2.14 / 4.57 / 3.94
worst paths after layout:
check,end,from,cells past startpoint
worst min register to register,rf_array_b0[6][18],rf_array_b0[6][18],2
worst max register to register,rf_array_b0[0][23],rf_array_b0[0][23],2
worst max-delay path,rf_rdata2[24],rf_rsrc2[2],7
worst min-delay path,rf_array_b0[6][18],rf_array_b0[6][18],2
Yosys cell counts (59+ instances only):
master / count
a211oi_1: 197
a221oi_1: 78
a22oi_1: 101
a311oi_1: 492
and3_1: 118
buf_2: 249
buf_4: 59
clkbuf_1: 510
dfxtp_1: 768
mux2i_1: 926
mux4_2: 474
nand2_1: 583
nand3_1: 260
nor2_1: 913
nor3_1: 61
nor4_1: 66
o211ai_1: 108
o21ai_0: 305
o22ai_1: 122
stage by stage:
stage / area, µm² / hold slack [ns] / cells / worst slack (ns) / util, %
detailed placement: 63500 / 0.508 / 7971 / 1.45 / 53.5
global route: 66700 / 0.541 / 8143 / 1.22 / 56.2
CTS: 66700 / 0.522 / 8136 / 1.47 / 56.2
finish: 66800 / 0.523 / 8160 / 1.11 / 56.2
global placement: 63500 / 0.500 / 7971 / 1.45 / 53.5
floorplan: 60200 / 0.485 / 6686 / 3.61 / -
metal layers:
| metal | global-route usage (%) | up-vias | part of all wire, % |
|---|---|---|---|
| met5 | 10.2 | - | 0.40 |
| met4 | 35.9 | 57 | 8.1 |
| met3 | 43.2 | 1608 | 20 |
| met2 | 69.6 | 5986 | 38 |
| met1 | 67.9 | 30500 | 34 |
| li1 | - | 25300 | - |
area by class of cell:
type                            count  area (µm²)
Tap cell                         1600        2000
Multi-Input combinational cell   5037       41100
Sequential cell                   768       15400
Timing Repair Buffer              564        5020
Clock buffer                      132        2730
Fill cell                       10400       52000
Clock inverter                     33         453
Antenna cell                       24        60.1
Inverter                            2        7.51
state kept, by name, summed over array words and instances (netlist names):
name and cells:
rf_array_b1 256, rf_array_b0 512
worst max-delay path, stage by stage:
cell and delay, ns:
clkbuf_8 0.44, buf_4 0.62, buf_4 0.69, mux4_2 0.35, mux2i_1 0.08, a221oi_1 0.91, clkdlybuf4s50_1 0.64
cells by family after synthesis:
kind of cell / Yosys count / share of synthesized area [%]
AOI/OAI and AO/OA: 1470 / 18.0
buffers and inverters: 881 / 6.92
DFF: 768 / 25.5
muxes: 1440 / 33.9
and+or+nand+nor: 2127 / 15.7
placed cells by master, fill, tap and decap left out, drive strengths merged, types with 134 or more instances in the layout:
| cell type | n |
|---|---|
| nand2 | 585 |
| mux4 | 474 |
| a211oi | 197 |
| a311oi | 492 |
| clkbuf | 134 |
| dfxtp | 768 |
| clkdlybuf4s50 | 239 |
| o21ai | 308 |
| nor2 | 921 |
| mux2i | 926 |
| nand3 | 260 |
| buf | 323 |
Power figures rest on the tool's default switching activity, not on a simulated workload.
